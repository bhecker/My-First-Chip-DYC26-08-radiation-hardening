[/design/flow/run.sh]
#!/bin/bash
# OpenROAD 26Q1-2900-gdf79404cd8, Yosys 0.63+post, stock flow scripts
make -C /OpenROAD-flow-scripts/flow DESIGN_CONFIG=/design/flow/config.mk WORK_HOME=/design/flow/orfs finish
[/design/flow/config.mk]
export PLATFORM = sky130hd
export DESIGN_NAME = tmr
export DESIGN_NICKNAME = tmr
export VERILOG_FILES = /design/flow/design.v
export SDC_FILE = /design/flow/constraint.sdc
export NUM_CORES = 4
export LEC_CHECK = 1
export CORE_UTILIZATION = 40
[/design/flow/constraint.sdc]
current_design tmr

set clk_period 17.9
set clk_io_pct 0.2

create_clock -name clk0 -period $clk_period [get_ports {clk}]

set non_clock_inputs [all_inputs -no_clocks]
set_input_delay [expr $clk_period * $clk_io_pct] -clock clk0 $non_clock_inputs
set_output_delay [expr $clk_period * $clk_io_pct] -clock clk0 [all_outputs]
[/design/flow/design.v]
module calculator (
    input wire clk,
    input wire rst,
    input wire signed [7:0] BplusX,
    input wire signed [7:0] BminX,
    input wire signed [7:0] BplusY,
    input wire signed [7:0] BminY,
    input wire signed [7:0] BplusZ,
    input wire signed [7:0] BminZ,
    output reg signed [15:0] omegaPsi,
    output reg signed [15:0] omegaTheta
);
    function automatic [8:0] abs9(input signed [8:0] v);
        abs9 = v[8] ? -v : v;
    endfunction
    function automatic [3:0] msb10(input [9:0] v);
        integer j;
        begin
            msb10 = 0;
            for (j = 0; j < 10; j = j + 1) begin
                if (v[j]) msb10 = j;
            end
        end
    endfunction
    reg signed  [8:0] dx, dy, dz;
    reg signed  [8:0] dx_t, dy_t, dz_t;
    reg         [9:0] sum_mag;
    reg         [9:0] sum_t;
    reg         [3:0] sh;
    reg         [3:0] sh_t;
    always_ff @(posedge clk) begin
        if (rst) begin
            dx <= 0; dy <= 0; dz <= 0;
            sum_mag <= 0; sh <= 0;
            omegaPsi <= 0; omegaTheta <= 0;
        end else begin
            dx_t  = BplusX - BminX;
            dy_t  = BplusY - BminY;
            dz_t  = BplusZ - BminZ;
            sum_t = abs9(dx_t) + abs9(dy_t) + abs9(dz_t);
            sh_t  = (sum_t == 0) ? 0 : msb10(sum_t);
            dx      <= dx_t;
            dy      <= dy_t;
            dz      <= dz_t;
            sum_mag <= sum_t;
            sh      <= sh_t;
            if (sum_t == 0) begin
                omegaPsi   <= 0;
                omegaTheta <= 0;
            end else begin
                omegaPsi   <= ($signed(dy_t)  <<< 8) >>> sh_t;
                omegaTheta <= ($signed(-dz_t) <<< 8) >>> sh_t;
            end
        end
    end
endmodule
module tmr (
    input  wire clk,
    input  wire rst,
    input  wire signed [7:0] BplusX,
    input  wire signed [7:0] BminX,
    input  wire signed [7:0] BplusY,
    input  wire signed [7:0] BminY,
    input  wire signed [7:0] BplusZ,
    input  wire signed [7:0] BminZ,
    output wire signed [15:0] omegaPsi,
    output wire signed [15:0] omegaTheta,
    output wire tmr_mismatch,
    output wire tmr_uncorrectable
);
    wire signed [15:0] psi0, psi1, psi2;
    wire signed [15:0] th0,  th1,  th2;
    calculator u_calc0 (
        .clk(clk), .rst(rst),
        .BplusX(BplusX), .BminX(BminX),
        .BplusY(BplusY), .BminY(BminY),
        .BplusZ(BplusZ), .BminZ(BminZ),
        .omegaPsi(psi0),
        .omegaTheta(th0)
    );
    calculator u_calc1 (
        .clk(clk), .rst(rst),
        .BplusX(BplusX), .BminX(BminX),
        .BplusY(BplusY), .BminY(BminY),
        .BplusZ(BplusZ), .BminZ(BminZ),
        .omegaPsi(psi1),
        .omegaTheta(th1)
    );
    calculator u_calc2 (
        .clk(clk), .rst(rst),
        .BplusX(BplusX), .BminX(BminX),
        .BplusY(BplusY), .BminY(BminY),
        .BplusZ(BplusZ), .BminZ(BminZ),
        .omegaPsi(psi2),
        .omegaTheta(th2)
    );
    assign omegaPsi   = (psi0 & psi1) | (psi0 & psi2) | (psi1 & psi2);
    assign omegaTheta = (th0  & th1 ) | (th0  & th2 ) | (th1  & th2 );
    wire diff_psi01 = (psi0 != psi1);
    wire diff_psi02 = (psi0 != psi2);
    wire diff_psi12 = (psi1 != psi2);
    wire diff_th01  = (th0 != th1);
    wire diff_th02  = (th0 != th2);
    wire diff_th12  = (th1 != th2);
    assign tmr_mismatch =
        (diff_psi01 | diff_psi02 | diff_psi12) |
        (diff_th01  | diff_th02  | diff_th12);
    wire uncor_psi = diff_psi01 & diff_psi02 & diff_psi12;
    wire uncor_th  = diff_th01  & diff_th02  & diff_th12;
    assign tmr_uncorrectable = uncor_psi | uncor_th;
endmodule
==> results_slide.txt <==
Physical Implementation Snapshot

Final timing
  – Final hold violations: 0
  – Max-slew violations: 0
  – Unrepaired setup endpoints after global routing: no
  – Max Fclk: between 0.09 and 0.1 GHz
  – Relative slew slack: approximately 42%
  – Slew of the pin with the lowest slew margin: a little under 0.9 ns
  – Final setup violation count: 0
  – Setup TNS: 0 ns
  – Tcrit/Tclk final: 56.2%
  – Fin crit period: slightly above 10 ns
  – Final worst setup slack: around 7.8 ns

Clock tree
  – Post-CTS Resized: 0
  – Htree depth: 2
  – CTS Buf Count: 5
  – Clk slew on worst S/H paths: about 0.060 ns
  – Post-CTS setup buffer count: 0
  – Hold Buf Count CTS: 0
  – CTS root buffer: clkbuf_8
  – CTS tree: built
  – CTS max path bufs: 2
  – Clock sinks: 32

Setup path
  – Crit path arrival time: about 10 ns
  – Setup crit end kind: flip-flop
  – Critical path peak fanout: 18
  – Slowest cell delay on critical path: approximately 0.65 ns
  – Data required, critical path: 18.03 ns
  – CP cell instances: clkdlybuf4s50_1 -> ha_1 -> inv_1 -> fa_1 -> xor2_1 -> nor3_1 -> or3b_4 -> or3b_4 -> xor2_2 -> mux2i_1 -> fa_1 -> inv_1 -> ha_1 -> nand2_1 -> a211o_1 -> a21oi_1 -> o22a_1 -> o31ai_4 -> mux2_2 -> a221oi_1 -> nand2b_1 -> a31oi_1
  – Startpoint type of the worst setup path: input pin
  – Crit Path Class: input pin to flip-flop
  – CP max stage cell: o22a_1

Yosys
  – Synth flops: 32
  – Gate Count Post-Synth: 489
  – Max-area cell share: between 15 and 20%
  – Post-Synthesis Cell Area: 3940 µm²
  – Avg Cell Area, Syn: 8.05 µm²
  – Flip-flops with a built-in enable: 0
  – Area leader, netlist: dfxtp_1
  – Synth warnings: 1
  – Yosys stat area: between 3000 and 4000 µm²
  – Post-synth area hogs: dfxtp_1 (16%), ha_1 (11%), xnor2_1 (6.7%)
  – Main synth FF type: dfxtp_1
  – Yosys Instances: 489
  – Async S/R FF share, synth: 0%
  – Cell Type Count: 73
  – Sequential fraction of the synthesis area: roughly 16%

Global routing
  – Global-route wire length before repair: between 15,000 and 20,000 µm
  – Initial antenna violation count: 0
  – Remaining global-route overflow: 0
  – Vias in the first global route: between 3,000 and 4,000
  – Largest net degree at the start of global routing: 24
  – GRT Overall Usage: between 10% and 20%

Drt
  – First-pass DRT Iterations: 4
  – Routed length per placed instance: roughly 13 µm
  – Number of vias per cell: 5.04
  – Iter 0 DRT Violations: between 100 and 150
  – Antenna diodes: 0
  – Post-Route WL: between 9000 and 10,000 µm
  – Via count: ~3,500
  – Routed Antenna Nets: 0
  – Residual DRC: 0

Finish
  – Layout area overhead: 24.8%
  – Layout cells sized above 1: 6.37%
  – Post-Route Utilization: a little over half

Floorplanning
  – Die width: between 100 and 150 µm
  – Chip area: 10,200 µm²
  – Io pins: 84
  – Fp util: about 42%
  – Core area: between 9000 and 10,000 µm²
  – Site Rows: 35
  – Die Y: ~100 µm

Run
  – Max cap viols: 0
  – Stage-log warning count: 25

Min path
  – Worst min path class: input pin to flip-flop
  – Min-Delay Path Depth: 2

Placed design
  – RePlAce Congestion: approximately 0.96
  – Dpl hpwl: 7730 µm
  – I/O Buffers: a little over 80
  – Dpl ws: 7.60 ns

Outcome
  – Status: completed
layout by cell type (no fill, tap or decap), drive strengths merged, types with 4 or more instances in the layout:
cell,instances
a211oi,4
a21o,7
a21oi,31
a31oi,7
and2,5
and3,5
clkbuf,5
clkdlybuf4s50,81
dfxtp,32
fa,13
ha,35
inv,59
mux2i,26
nand2,25
nand2b,7
nand3,13
nor2,56
nor2b,9
nor3,13
nor4,4
o21a,5
o21ai,19
o21bai,5
o22ai,4
xnor2,30
xor2,14
per-stage QoR:
step / hold slack (ns) / std cells / area [µm²]
after floorplan: 3.78 / 490 / 3940
after global placement: 4.24 / 686 / 4800
after detailed placement: 4.23 / 686 / 4800
after CTS: 4.18 / 694 / 4910
after global routing: 4.22 / 694 / 4910
final: 4.18 / 694 / 4910
per-layer routing:
| layer | up-vias | wire length [µm] | global-route usage (%) | part of all wire (%) |
|---|---|---|---|---|
| met2 | 106 | 3930 | 30.4 | 43 |
| met5 | - | 0 | 0 | 0 |
| met3 | 18 | 523 | 2.73 | 5.7 |
| li1 | 1831 | - | - | - |
| met4 | 0 | 252 | 4.57 | 2.7 |
| met1 | 1544 | 4460 | 29.0 | 49 |
synthesized netlist by cell type, types with 3 or more instances:
cell type / n
and2_1: 5
and3_1: 5
nor3b_1: 3
o211ai_1: 3
nand2_1: 24
o21bai_1: 5
a21o_1: 7
buf_6: 4
nor2_1: 54
a31oi_1: 6
xnor2_1: 30
o21ai_1: 5
buf_2: 4
nor4_1: 3
fa_1: 13
nor2b_1: 9
inv_1: 59
o21a_1: 5
dfxtp_1: 32
xor2_1: 12
clkbuf_1: 3
o21ai_0: 13
nand2b_1: 7
mux2i_1: 25
nor3_1: 13
a21oi_1: 29
ha_1: 35
nand3_1: 13
buf_4: 3
cell families (layout without fill, tap and decap cells):
| group | after synthesis | in the layout | synth area share [%] |
|---|---|---|---|
| buf+inv | 76 | 151 | 9.12 |
| compound gates | 107 | 107 | 19.5 |
| xor+xnor | 44 | 44 | 10.2 |
| simple gates | 152 | 152 | 19.2 |
| mux | 29 | 29 | 7.85 |
| fa+ha+maj | 48 | 48 | 17.7 |
| other cells | 1 | 2 | 0.0952 |
| flops | 32 | 32 | 16.3 |
final cells by class:
class / instances / area, µm²
multi-input combinational: 382 / 2950
sequential: 32 / 641
clock inverter: 3 / 42.5
tap: 129 / 161
clock buffer: 5 / 68.8
timing repair buffer: 83 / 826
inverter: 60 / 225
fill: 918 / 4460
state kept, by name, indices dropped and copies added, names as in the netlist:
| signal | flops |
|---|---|
| u_calc1.omegaTheta | 16 |
| u_calc2.omegaPsi | 16 |
critical path, delay by kind of cell:
family / cells / cell delay (ns)
AND-OR/OR-AND: 6 / 1.88
XOR/XNOR: 2 / 0.63
adder cells (fa/ha/maj): 4 / 1.54
buffers and inverters: 3 / 0.56
multiplexers: 2 / 0.54
AND/OR/NAND/NOR: 5 / 1.44
worst paths after layout:
path | start | to | slack [ns]
min | rst | u_calc2.omegaPsi[4]$_SDFF_PP0_ | 4.18
max | BminZ[0] | u_calc2.omegaPsi[9]$_SDFF_PP0_ | 7.84
