`run.sh`:
```
#!/bin/bash
# OpenROAD 26Q1-2900-gdf79404cd8, Yosys 0.63+post, stock flow scripts
make -C /OpenROAD-flow-scripts/flow DESIGN_CONFIG=/design/flow/config.mk WORK_HOME=/design/flow/orfs finish
```
`config.mk`:
```
export PLATFORM = sky130hd
export DESIGN_NAME = crc_controller
export DESIGN_NICKNAME = crc_controller
export VERILOG_FILES = /design/flow/design.v
export SDC_FILE = /design/flow/constraint.sdc
export NUM_CORES = 4
export LEC_CHECK = 1
export CORE_UTILIZATION = 30
```
`constraint.sdc`:
```
current_design crc_controller

set clk_period 2.4
set clk_io_pct 0.2

create_clock -name clk0 -period $clk_period [get_ports {clk}]

set non_clock_inputs [all_inputs -no_clocks]
set_input_delay [expr $clk_period * $clk_io_pct] -clock clk0 $non_clock_inputs
set_output_delay [expr $clk_period * $clk_io_pct] -clock clk0 [all_outputs]
```
`design.v`:
```
module crc8_stream #(
    parameter POLY = 8'h07
)(
    input wire clk,
    input wire rst_n,
    input wire start,
    input wire valid,
    input wire [7:0] byte_in,
    output reg [7:0] crc_out
);
    integer i;
    reg [7:0] temp;
    always @(posedge clk) begin
        if (!rst_n) begin
            crc_out <= 8'h00;
        end
        else if (start) begin
            crc_out <= 8'h00;
        end
        else if (valid) begin
            temp = crc_out ^ byte_in;
            for (i = 0; i < 8; i = i + 1) begin
                if (temp[7])
                    temp = (temp << 1) ^ POLY;
                else
                    temp = (temp << 1);
            end
            crc_out <= temp;
        end
    end
endmodule
module crc_controller #(
    parameter int N = 6
)(
    input wire clk,
    input wire rst_n,
    input wire start,
    input wire [8*N-1:0] bytes_flat,
    output reg done,
    output wire [7:0] crc_out
);
    logic crc_start, crc_valid;
    logic [7:0] crc_byte;
    logic [$clog2(N):0] idx;
    logic busy;
    crc8_stream u_crc (
        .clk (clk),
        .rst_n (rst_n),
        .start (crc_start),
        .valid (crc_valid),
        .byte_in (crc_byte),
        .crc_out (crc_out)
    );
    function automatic [7:0] get_byte(input int k);
        get_byte = bytes_flat[8*k +: 8];
    endfunction
    always_ff @(posedge clk) begin
        if (!rst_n) begin
            crc_start <= 1'b0;
            crc_valid <= 1'b0;
            crc_byte <= 8'd0;
            idx <= '0;
            busy <= 1'b0;
            done <= 1'b0;
        end else begin
            crc_start <= 1'b0;
            crc_valid <= 1'b0;
            done <= 1'b0;
            if (start && !busy) begin
                busy <= 1'b1;
                idx <= '0;
                crc_start <= 1'b1;
            end
            else if (busy) begin
                crc_valid <= 1'b1;
                crc_byte <= get_byte(idx);
                if (idx == N-1) begin
                    busy <= 1'b0;
                    done <= 1'b1;
                end
                idx <= idx + 1'b1;
            end
        end
    end
endmodule
```
==> out/results.ini <==
[cts]
clock.latency.late_pin_ps=260
cts_sinks=24
cts_max_level=1
numCtsBuffers=3
clockRootBuffer=clkbuf_8
clkTransAtPathRegs_ps=80
cts_tree=built
cts_hold_buf=0
cts_buffer_depth=2
post_cts_resized=0
post_cts_buffers=0

[synth]
synthTopCellsByCount=24 x dfxtp_1, 11 x inv_1, 9 x and2_1, 9 x o22ai_1, 9 x xnor2_1
edf_count=0
async_flop_share_pct=0
syn_inst=158
synth_area_um2=1580
ys_cells=158
ys_seq_share_pct=30.4
top_cell=dfxtp_1
avgSynthCellArea_um2=9.99
ys_area_um2=1580
top_area_share_pct=30.4
synth.distinct_cells=32
synth-seq-cells=24
yosys_warnings=2
ys_top_cells_by_area=dfxtp_1 30%, mux4_2 11%, xnor3_1 8.6%
ff_type=dfxtp_1
top_area_cell=dfxtp_1

[routing]
ant_nets=0
firstDrtPassIters=4
drt-total-wl_mm=3.65
antenna-diode-count=0
drc=0
num_vias=1321
vias_per_cell=4.65
first_iter_violations=50
routedWlPerCell_um=12.9

[final_timing]
maxSlewViolCount=0
fin_crit_sh_pct=72.5
skew_ps=3.39
grt_setup_unrepaired=false
final-setup-viol-count=0
finalSetupTns_ps=0
fmax_ghz=0.575
tightestPinTransition_ps=652
fin_crit_ps=1740
slew_headroom_pct=56.5
finalHoldViolCount=0

[die]
fp_util_pct=31.1
die-width_um=74.6
die_h_um=74.6
row_count=26
die_area_um2=5560
core_area_um2=5070
io_pins=60

[run]
tool_warnings=26
drv_cap=0

[layout]
fin_cells=284
area_delta_synth_final_pct=45.1
fillCellCount=518
drive_above_1_share_pct=12.6
finish.utilization_pct=45.1

[critical_path]
cp_num_buf_inv=1
critPathSlowestCell=mux4_2
startpoint_type=register
path_class=register to register
worst_setup_path_end_kind=register
slowest_delay_ps=560
path_cells=buf_4, mux4_2, a22oi_1, o22ai_1, and2_1
cp_max_fo=21
required_ps=2560
cp_top_family=multiplexers
cp.arrival_ps=1910

[place]
gp_congestion=0.763
dp_hpwl_mm=2.84
io_buffers=59
place_inst=280

[power]
p_per_area_nw_per_um2=495
clkPwrFrac_pct=24.3
p_int_mw=0.836
comb_power_share_pct=34.3
power.switching_mw=0.297
vdd_drop_max_mv=0.285
p_total_mw=1.13
swShare_pct=26.3
p_leak_nw=0.862
seqPwrFrac_pct=41.4

[hold_path]
hp-class=register to register

[grt]
track_usage_pct=14.5
grt.overflow.total=0
grt_antenna_before_repair=0
grt_max_degree=22
grt_pass1_vias=1274
grt_pass1_wl_mm=5.98

[run_status]
status=finished, final reports clean

==> cell families (layout without fill, tap and decap cells) <==
family                     Yosys count  after routing  share of synthesized area (%)
muxes                               16             16                           17.1
adders and majority gates            2              2                           1.58
buffers and inverters               21             77                           5.15
xor gates and xnor gates            21             21                           17.8
DFF                                 24             24                           30.4
AOI/OAI and AO/OA                   35             35                           14.7
and+or+nand+nor                     39             39                           13.2
==> placed cells by master (no fill, tap or decap) <==
cell type / n
a211oi_1: 2
nor2_1: 7
o21ai_0: 3
xnor3_1: 6
a21oi_1: 6
mux4_2: 8
xnor2_1: 9
nand2_1: 6
or3_1: 2
nor3_1: 3
nand4_1: 1
inv_1: 11
mux2_2: 8
and2_1: 9
nor3b_1: 1
o21a_1: 2
nand3_1: 1
nand2b_1: 4
nor2b_1: 5
clkinv_1: 1
buf_4: 2
a31o_2: 3
a22oi_1: 8
o22ai_1: 9
clkdlybuf4s50_1: 59
xnor2_2: 2
o31ai_1: 1
ha_1: 2
o211ai_1: 1
clkbuf_8: 4
xor2_1: 4
dfxtp_1: 24
==> stage by stage <==
stage	instance area, um2	setup slack (ps)	hold slack [ps]
2_1_floorplan	1580	750	451
3_3_place_gp	2240	461	498
3_5_place_dp	2240	463	492
4_1_cts	2290	631	509
5_1_grt	2290	520	543
6_report	2290	659	510
==> flip-flops by register name, indices dropped and copies added, names as in the netlist <==
| register | count |
|---|---|
| u_crc.crc_out | 8 |
| busy | 1 |
| crc_byte | 8 |
| crc_valid | 1 |
| crc_start | 1 |
| done | 1 |
| idx | 4 |
==> layout make-up <==
class	instances	area, um2	area share, %
Multi-Input combinational cell	113	1020	44.4
Tap cell	70	87.6	3.82
Timing Repair Buffer	61	606	26.4
Inverter	12	45.0	1.97
Sequential cell	24	480	21.0
Clock buffer	4	55.1	2.40
==> routing by layer <==
layer | share of wire (%) | vias to the layer above | global-route usage, %
li1 | - | 679 | -
met3 | 3.4 | 4 | 2.47
met2 | 50 | 27 | 25.3
met5 | 0 | - | 0
met4 | 1.0 | 0 | 1.68
met1 | 45 | 611 | 19.8
==> path summary, 6_finish.rpt <==
path / to / depth (start not counted) / slack (ps) / from
setup reg to reg: crc_byte[3]$_SDFFE_PN0P_ / 5 / 660 / idx[0]$_SDFFE_PP0P_
hold / removal: done$_SDFF_PP0_ / 1 / 510 / idx[3]$_SDFFE_PP0P_
setup / recovery: crc_byte[3]$_SDFFE_PN0P_ / 5 / 660 / idx[0]$_SDFFE_PP0P_
hold reg to reg: done$_SDFF_PP0_ / 1 / 510 / idx[3]$_SDFFE_PP0P_
==> worst register-to-register path, stage by stage (launching register included) <==
cell and delay [ps]:
dfxtp_1 320, buf_4 300, mux4_2 570, a22oi_1 210
o22ai_1 80, and2_1 170
==> power groups by stage <==
stage                 clock network (mW)  logic (mW)  registers, mW
after CTS                          0.284       0.391          0.470
after global routing               0.298       0.426          0.475
final                              0.276       0.388          0.469
Power figures rest on the tool's default switching activity, not on a simulated workload.
